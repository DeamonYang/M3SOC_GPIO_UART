**config.mk**
```make
export PLATFORM = sky130hd
export DESIGN_NAME = AHB2LED
export DESIGN_NICKNAME = AHB2LED
export VERILOG_FILES = /design/flow/design.v
export SDC_FILE = /design/flow/constraint.sdc
export NUM_CORES = 4
export LEC_CHECK = 1
export CORE_AREA = 10 10 105 105
export DIE_AREA = 0 0 115 115
export SYNTH_HDL_FRONTEND = slang
```
**constraint.sdc**
```tcl
current_design AHB2LED

set clk_period 2.4
set clk_io_pct 0.2

create_clock -name clk0 -period $clk_period [get_ports {HCLK}]

set non_clock_inputs [all_inputs -no_clocks]
set_input_delay [expr $clk_period * $clk_io_pct] -clock clk0 $non_clock_inputs
set_output_delay [expr $clk_period * $clk_io_pct] -clock clk0 [all_outputs]
```
**design.v**
```verilog
module AHB2LED(
			input wire HSEL,
			input wire HCLK,
			input wire HRESETn,
			input wire HREADY,
			input wire [31:0] HADDR,
			input wire [1:0] HTRANS,
			input wire HWRITE,
			input wire [2:0] HSIZE,
			input wire [31:0] HWDATA,
			output wire HREADYOUT,
			output wire [31:0] HRDATA,
			output wire [3:0] LED
);
  reg rHSEL;
  reg [31:0] rHADDR;
  reg [1:0] rHTRANS;
  reg rHWRITE;
  reg [2:0] rHSIZE;
  reg [3:0] rLED;
	wire        we;
	wire        led_we;    
	assign      we      =   rHSEL & rHWRITE & rHTRANS[1];
	assign		rd		=   rHSEL & ~rHWRITE & rHTRANS[1];
	assign      led_we  =   we && (rHADDR[23:0] == 24'b0);
  always @(posedge HCLK or negedge HRESETn)
  begin
	 if(!HRESETn)
	 begin
		rHSEL		<= 1'b0;
		rHADDR	<= 32'h0;
		rHTRANS	<= 2'b00;
		rHWRITE	<= 1'b0;
		rHSIZE	<= 3'b000;
	 end
    else if(HREADY)
    begin
      rHSEL		<= HSEL;
		rHADDR	<= HADDR;
		rHTRANS	<= HTRANS;
		rHWRITE	<= HWRITE;
		rHSIZE	<= HSIZE;
    end
  end
always @(posedge HCLK or negedge HRESETn)
begin
    if(!HRESETn)
        rLED <= 4'b0000;
    else if(led_we)
        rLED <= HWDATA[3:0];
end
  assign HREADYOUT = 1'b1;  
  assign HRDATA = {28'h0000_00,rLED};
  assign LED = rLED;
endmodule
```
**run.sh**
```bash
#!/bin/bash
# OpenROAD 26Q1-2900-gdf79404cd8, Yosys 0.63+post, stock flow scripts
make -C /OpenROAD-flow-scripts/flow DESIGN_CONFIG=/design/flow/config.mk WORK_HOME=/design/flow/orfs finish
```
==> results.ini <==
[job]
maxCapViolCount=0
warning_count=65

[synthesis]
top_area_share_pct=52.63
top_cell=buf_4
yosysChipArea_um2=1474
yosys_warnings=0
async_flop_share_pct=100.0
ys_cells=111
synth_cells=111
common_cells=33 x buf_4, 31 x dfrtp_1, 27 x mux2_2
synth_cell_type_count=15
synth.ff_latch_count=31
area_leaders=dfrtp_1 53%, mux2_2 21%, buf_4 17%
synth_seq_share_pct=52.63
top_area_cell=dfrtp_1
edf_count=0
syn_area_um2=1474
ff_type=dfrtp_1
synth.avg_cell_area_um2=13.28

[power]
worst_ir_drop_vdd_mv=0.1584
leakagePower_nw=0.8287
finalPower_mw=1.131
powerDensity_nw_per_um2=576.0

[worst_setup_path]
rrSetupSlack_ns=0.70
r2r_cells=4
critPathKind=flop to flop
arrival_ns=1.86
critPathMaxFanout=4
endpoint_kind=flop
cp_data_required_time_ns=2.56
startpoint=rHADDR[1]
crit_end=LED[0]
critPathLaunchType=flop
r2r_start=rHADDR[1]
r2r_end=LED[0]

[cts]
clock_path_buffers=2
clock_latency_ns=0.28
cts_setup_buffers=0
cts_resized=0
clockRootBuffer=clkbuf_8
holdBufCountCts=0
cts_max_level=2
cts_made_buffers=5
worst_setup_hold_path_clk_slew_ns=0.07
cts.sinks=31
cts_tree=yes

[global_routing]
grt_overflow=0
grt_max_degree=32
grt_first_pass_wirelength_um=4899
antenna_found_initial=0
track_usage_pct=4.679
grt_pass1_vias=974

[final_timing]
final_hold_viol_count=0
drv_slew=0
rsz0062_at_grt=false
tns_ns=0
setup_viol=0
fin_crit_sh_pct=70.88
fmax_mhz=587.8
finClkSkew_ns=0.002387
finalCriticalPeriod_ns=1.701

[placement]
dp_cells=253
placed_area_um2=1874
gp_congestion=0.6905
dpl.hpwl_um=2579
portBuffers=41

[routing]
wl_per_cell_um=12.31
drt_wl_total_um=3212
route.vias.total=867
first_pass_iters=4
drt_iter0_drc=3
diodes=0
drt.antenna.violating_nets=0
drc=0
viasPerCell=3.322

[floorplanning]
die-area_um2=13230
die_h_um=115
row_count=34
die_x_um=115
fp_util_pct=16.82
boundaryPins=111
core_area_um2=8763

[finish]
nFillCells=942
layout-drive-gt1-share_pct=25.49
areaGrowthSynthToFinish_pct=33.19
final_util_pct=22.40
stdcell_area_um2=1963
stdcell_count=261

[status]
outcome=complete, no violations

[min_path]
holdPathStages=1
hp-class=flop to flop

-- layout by cell type, fill, tap and decap left out --
cell             Yosys  layout
buf_4               33       2
nor2_1               1       1
nor4_1               4       4
nand4_1              1       1
conb_1               2      29
dfrtp_1             31      31
clkdlybuf4s50_1      0      41
nor3_1               1       1
mux2_1               4       4
nor3_4               1       1
mux2_2              27      27
clkinv_2             0       1
nor4b_2              1       1
clkbuf_8             0       5
nand3_1              1       1
nand2_1              1       1
clkinvlp_4           0       2
-- flip-flops by register name, indices dropped and copies added, names as in the netlist --
signal and cells:
rHADDR 24, rHWRITE 1, LED 4, rHSEL 1
rHTRANS 1
-- power by group --
part	internal [mW]	switching, mW
clock network	0.202	0.205
logic	0.0920	0.0411
registers	0.568	0.0228
-- final cells by class --
cell class,instances,area [um^2],share of cell area [%]
well taps,108,135.1,6.883
clock buffers,5,68.82,3.505
flip-flops and latches,31,775.7,39.52
multi-input cells,71,538.0,27.41
clock inverters,3,20.02,1.020
repair buffers,43,425.4,21.67
-- worst min path at each step --
stage	start	endpoint
after CTS	rHSEL	rHSEL
after global routing	rHWRITE	rHWRITE
final	rHSEL	rHSEL
-- worst max-delay path, stage by stage (launching register included) --
cell	delay (ns)
dfrtp_1	0.40
nor4b_2	0.31
nand4_1	0.20
nor3_4	0.33
mux2_1	0.35
-- through the flow --
stage               hold slack [ns]  setup slack (ns)
detailed placement           0.4937            0.5820
floorplan                    0.1844            0.9022
finish                       0.5065            0.6988
global placement             0.4903            0.6014
global route                 0.5254            0.4739
CTS                          0.5114            0.6141
-- logic make-up after synthesis --
| group | share of synthesized area, % |
|---|---|
| muxes | 23.68 |
| and+or+nand+nor | 5.432 |
| DFF | 52.63 |
| other | 0.5095 |
| buffers and inverters | 17.74 |
-- per-layer routing --
layer / wire, um / vias to the layer above / global-route usage (%)
met5: 0 / - / 0
met4: 0 / 0 / 0.6601
met3: 308 / 0 / 2.215
met2: 1556 / 43 / 7.808
met1: 1346 / 424 / 5.497
li1: - / 400 / -
Power and IR drop assume default switching activity.
